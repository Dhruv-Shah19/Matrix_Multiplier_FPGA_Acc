===== /design/flow/config.mk =====
export PLATFORM = sky130hd
export DESIGN_NAME = RAm_fpga
export DESIGN_NICKNAME = RAm_fpga
export VERILOG_FILES = /design/flow/design.v
export SDC_FILE = /design/flow/constraint.sdc
export NUM_CORES = 4
export LEC_CHECK = 1
export CORE_UTILIZATION = 40

===== /design/flow/constraint.sdc =====
current_design RAm_fpga

set clk_period 13.5
set clk_io_pct 0.2

create_clock -name clk0 -period $clk_period [get_ports {clk}]

set non_clock_inputs [all_inputs -no_clocks]
set_input_delay [expr $clk_period * $clk_io_pct] -clock clk0 $non_clock_inputs
set_output_delay [expr $clk_period * $clk_io_pct] -clock clk0 [all_outputs]

===== /design/flow/design.v =====
module RAm_fpga(input reset,read,read4mat,read4c,write,cs,clk,trig,utrig,input [31:0] X, Y, output reg [31:0] A, B, Res_to_c,Res);  
reg [31:0]mem[0:3];
integer i;
always @(posedge clk) 
begin
	if(cs)
		begin
			if(reset)
				begin
					for(i=0;i<4;i=i+1)
						mem[i] <= 32'b0;
				end
			else 
				begin
					if(read)  
						begin
							if(read4mat)
							begin
								A <= mem[0];
								B <= mem[1];
							end
							if(read4c)
								Res_to_c <= mem[2];
						end
					else if(write)  
						begin
							if(trig)   
								mem[2] <=  Res;
							if(utrig)  
								begin
									mem[0] <= X;  
									mem[1] <= Y;  
								end
						end
				end
		end
end
endmodule

===== /design/flow/run.sh =====
#!/bin/bash
# OpenROAD 26Q1-2900-gdf79404cd8, Yosys 0.63+post, stock flow scripts
make -C /OpenROAD-flow-scripts/flow DESIGN_CONFIG=/design/flow/config.mk WORK_HOME=/design/flow/orfs finish

==> CHANGELOG.md <==
### Implementation results

* FFs w/ async S/R, synth at 0%
* Rel. slew slack at 44.2%
* First-pass GRT wire length at 11700 um
* Site Rows at 39
* Grt ovf at 0
* Crit Path Max Fanout at 66
* Share of layout cells above drive strength 1 at 7.48%
* Vias after detailed routing at 2357
* Clock slew at reported path FFs at 0.05 ns
* Port-buffer cells at 134
* Area Growth Syn to Fin at 38.2%
* Yosys stat area at about 4800 um^2
* CTS tree: yes
* Most frequent cells after synthesis: edfxtp_1, buf_4, nor2b_1, buf_6
* Cell type with the largest total area: edfxtp_1
* Antenna violations before repair at 0
* Via density at ~4.1
* Bufs and invs on worst path at 3
* Top cell area share at 79.8%
* Slowest Stage Delay on Critical Path at between 0.6 and 0.7 ns
* Cells after synthesis at 268
* Detail Placement HPWL at between 4000 and 5000 um
* Min-Delay Path Class: reg -> reg
* Mapped Area at 4820 um^2
* Post-CTS setup buffers at 0
* Cycle use final at 31.8%
* RSZ-0062 raised after global routing: false
* First drt pass iteration count at 27
* Total power at 0.963 mW
* Pins Over Slew Limit at 0
* Cell mode on critical path: buf_4
* Diode count at 0
* Max VDD drop at 0.0550 mV
* Fin util at 57.6%
* Hold_buf cts at 0
* Dominant register cell: edfxtp_1
* Yosys Instances at 268
* Leakage Power at 2.31 nW
* Sink Count at approximately 130
* Die Y-Extent at between 100 and 150 um
* Die Width at 112 um
* Die area at 12500 um^2
* Setup violations, final at 0
* CTS max path bufs at 2
* Root Driver: clkbuf_16
* CP arrival at about 4.3 ns
* Post-route clock skew at ~0.0052 ns
* Seq share, synth at 79.8%
* Number of global-route vias before repair at 2318
* Final min period at 4.29 ns
* Fp util at 41.7%
* Top area cell types: edfxtp_1, buf_4, nor2b_1
* Crit path launch type: primary input
* Maxcap violations at 0
* Wire per inst at ~13 um
* Placer Congestion at 0.735
* Slowest stage cell, crit path: buf_4
* Total negative slack at 0 ns
* Crit Path Category: in -> reg
* Crit-path cells: buf_2 -> buf_4 -> nand2_1 -> nand2_4 -> buf_4
* First DRT Iteration DRCs at 137
* Worst-skew pair later-pin latency at 0.40 ns
* Fmax at 233 MHz
* Number of logged tool warnings at 27
* GRT Total Usage at 13.1%
* Actual slew at the worst max-slew pin at 0.838 ns
* CORE AREA at around 12000 um^2
* Crit. End Element: flop
* Number of enable flip-flop cells at around 130
* Top delay family on crit path: buffers and inverters
* Final Hold Fails at 0
* Flops after synth at 128
* Detailed-route DRC error count at 0
* Num CTS Buffers at 17
* I/O pin cnt at 201
* Resize count post-CTS at 0
* Distinct cells, synth at 9
* Average size of a mapped cell at ~18 um^2
* Post-route ant nets at 0
* PwrDens at 145 nW/um^2
* Final WL at 7160 um
* Outcome: complete, no violations
* H-tree depth at 4
* Syn. warnings at 34
* Synth top cell by count: edfxtp_1
* Critical Path RT at 13.53 ns
* Largest net degree at the start of global routing at roughly 67
[power by group]
part           internal [mW]  total [mW]  switching, mW
clock                  0.306       0.458          0.152
combinational         0.0250      0.0400         0.0151
sequential             0.462       0.465        0.00355
total                  0.792       0.963          0.171
[worst paths after layout]
kind                                               start                       end  slack, ns  depth (start not counted)
worst max-delay path                               reset  mem[0][29]$_SDFFCE_PP0P_       9.21                          5
worst min-delay path            mem[0][22]$_SDFFCE_PP0P_           A[22]$_DFFE_PP_       0.41                          0
worst max register to register   mem[0][8]$_SDFFCE_PP0P_            A[8]$_DFFE_PP_      12.87                          0
worst min register to register  mem[0][22]$_SDFFCE_PP0P_           A[22]$_DFFE_PP_       0.41                          0
[metrics by stage]
| step | cell area (um^2) | instances | hold slack, ns | setup WS (ns) |
|---|---|---|---|---|
| 2_1_floorplan | 5050 | 331 | 0.400 | 8.54 |
| 6_report | 6660 | 571 | 0.413 | 9.21 |
| 3_3_place_gp | 6060 | 540 | 0.401 | 8.81 |
| 5_1_grt | 6660 | 571 | 0.415 | 9.06 |
| 4_1_cts | 6660 | 571 | 0.415 | 9.18 |
| 3_5_place_dp | 6060 | 540 | 0.405 | 8.75 |
[placed cells by master (no fill, tap or decap)]
master,instances
bufinv_16,4
nand4b_1,1
conb_1,64
buf_4,3
nand2_1,1
nand2_4,1
nor2b_1,64
clkinvlp_4,1
clkbuf_16,17
clkinv_4,1
clkinv_2,2
clkdlybuf4s50_1,133
buf_2,1
inv_6,1
and4b_4,1
clkinv_1,3
clkbuf_1,2
edfxtp_1,128
[routing by layer]
layer  vias to the layer above  part of all wire (%)  track usage (%)  routed length (um)
met5                         -                     0                0                   0
met4                         0                   1.5             2.16                 106
met3                        12                    11             6.09                 815
met2                       129                    48             19.5                3420
met1                      1101                    39             19.7                2820
li1                       1115                     -                -                   -
[cells by family (layout without fill, tap and decap cells)]
| family | Yosys count | after routing | share of synthesized area (%) |
|---|---|---|---|
| buffers and inverters | 71 | 168 | 11.3 |
| flip-flops | 128 | 128 | 79.8 |
| other | 1 | 64 | 0.0778 |
| AND/OR/NAND/NOR | 68 | 68 | 8.86 |
[final cells by class]
cell class | instances | area (um^2)
clock inverters | 12 | 166
fillers | 867 | 4910
clock buffers | 19 | 433
flip-flops and latches | 128 | 3840
repair buffers | 137 | 1360
well taps | 143 | 179
multi-input cells | 132 | 678
[registers in the layout (all words and copies together), names as in the netlist]
register	cells
B	32
A	32
mem	64
No activity file was given, so power comes from the tool's default toggle rates.
